==> /design/flow/design.v <==
module bcd_counter(
    input clk, reset, enable,
    output reg [3:0] sec_ones, sec_tens,
    output reg [3:0] min_ones, min_tens
);
    always @(posedge clk or posedge reset) begin
        if (reset) begin
            sec_ones <= 0; sec_tens <= 0;
            min_ones <= 0; min_tens <= 0;
        end else if (enable) begin
            if (sec_ones == 9) begin
                sec_ones <= 0;
                if (sec_tens == 5) begin
                    sec_tens <= 0;
                    if (min_ones == 9) begin
                        min_ones <= 0;
                        if (min_tens == 5) min_tens <= 0;
                        else min_tens <= min_tens + 1;
                    end else min_ones <= min_ones + 1;
                end else sec_tens <= sec_tens + 1;
            end else sec_ones <= sec_ones + 1;
        end
    end
endmodule
module clk_div #(parameter MAX_COUNT = 5)(
    input clk, reset,
    output reg clk_out
);
    reg [31:0] count = 0;
    always @(posedge clk or posedge reset) begin
        if (reset) begin count <= 0; clk_out <= 0; end
        else if (count == MAX_COUNT - 1) begin
            count <= 0;
            clk_out <= ~clk_out;
        end else count <= count + 1;
    end
endmodule
module fsm_controller(
    input clk,
    input reset,
    input start_stop,
    input reset_btn,
    output reg run,
    output reg clr
);
    parameter IDLE  = 2'b00;
    parameter RUN   = 2'b01;
    parameter PAUSE = 2'b10;
    reg [1:0] state, next;
    always @(posedge clk or posedge reset) begin
        if (reset)
            state <= IDLE;
        else
            state <= next;
    end
    always @(*) begin
        case (state)
            IDLE:  next = (start_stop) ? RUN : IDLE;
            RUN:   next = (start_stop) ? PAUSE : RUN;
            PAUSE: next = (start_stop) ? RUN : PAUSE;
            default: next = IDLE;
        endcase
    end
    always @(*) begin
        run = (state == RUN);
        clr = reset_btn || (state == IDLE);
    end
endmodule
module seven_seg_decoder(
    input [3:0] digit,
    output reg [6:0] seg
);
    always @(*) begin
        case (digit)
            4'd0: seg = 7'b1000000;
            4'd1: seg = 7'b1111001;
            4'd2: seg = 7'b0100100;
            4'd3: seg = 7'b0110000;
            4'd4: seg = 7'b0011001;
            4'd5: seg = 7'b0010010;
            4'd6: seg = 7'b0000010;
            4'd7: seg = 7'b1111000;
            4'd8: seg = 7'b0000000;
            4'd9: seg = 7'b0010000;
            default: seg = 7'b1111111;
        endcase
    end
endmodule
module seven_seg_mux(
    input clk,
    input [3:0] digit0, digit1, digit2, digit3,
    output reg [6:0] seg,
    output reg [3:0] an
);
    reg [1:0] sel = 0;
    reg [3:0] current_digit;
    wire [6:0] seg_out;
    seven_seg_decoder decoder (.digit(current_digit), .seg(seg_out));
    always @(posedge clk) sel <= sel + 1;
    always @(*) begin
        case (sel)
            2'd0: begin an = 4'b1110; current_digit = digit0; end
            2'd1: begin an = 4'b1101; current_digit = digit1; end
            2'd2: begin an = 4'b1011; current_digit = digit2; end
            2'd3: begin an = 4'b0111; current_digit = digit3; end
        endcase
        seg = seg_out;
    end
endmodule
module stopwatch(
    input clk, reset, start_stop, reset_btn,
    output [6:0] seg,
    output [3:0] an
);
    wire clk_slow, run, clr;
    wire [3:0] sec_ones, sec_tens, min_ones, min_tens;
    clk_div clkdiv (.clk(clk), .reset(reset), .clk_out(clk_slow));
    fsm_controller ctrl (.clk(clk), .reset(reset), .start_stop(start_stop), .reset_btn(reset_btn), .run(run), .clr(clr));
    bcd_counter bcd (.clk(clk_slow), .reset(clr), .enable(run), .sec_ones(sec_ones), .sec_tens(sec_tens), .min_ones(min_ones), .min_tens(min_tens));
    seven_seg_mux mux (.clk(clk_slow), .digit0(sec_ones), .digit1(sec_tens), .digit2(min_ones), .digit3(min_tens), .seg(seg), .an(an));
endmodule
==> /design/flow/run.sh <==
#!/bin/bash
# OpenROAD 26Q1-2900-gdf79404cd8, Yosys 0.63+post, stock flow scripts
make -C /OpenROAD-flow-scripts/flow DESIGN_CONFIG=/design/flow/config.mk WORK_HOME=/design/flow/orfs finish
==> /design/flow/config.mk <==
export PLATFORM = sky130hd
export DESIGN_NAME = stopwatch
export DESIGN_NICKNAME = stopwatch
export VERILOG_FILES = /design/flow/design.v
export SDC_FILE = /design/flow/constraint.sdc
export NUM_CORES = 4
export LEC_CHECK = 1
export CORE_UTILIZATION = 30
==> /design/flow/constraint.sdc <==
current_design stopwatch

set clk_period 5.7
set clk_io_pct 0.2

create_clock -name clk0 -period $clk_period [get_ports {clk}]

set non_clock_inputs [all_inputs -no_clocks]
set_input_delay [expr $clk_period * $clk_io_pct] -clock clk0 $non_clock_inputs
set_output_delay [expr $clk_period * $clk_io_pct] -clock clk0 [all_outputs]
==> impl_metrics.env <==
# implementation run metrics
export IMPL_leakagePower_nw=1.46
export IMPL_critPathKind="reg2reg"
export IMPL_path_clk_slew_ns=0.08
export IMPL_edf_count=0
export IMPL_finalClockSkew_ns=0.00857
export IMPL_vdd_drop_max_mv=0.0816
export IMPL_end_kind="flop"
export IMPL_mux_share_pct=2.25
export IMPL_vias=1869
export IMPL_core_um2=8760
export IMPL_cts_resized=0
export IMPL_finalHoldViolations=0
export IMPL_finalSetupViolCount=0
export IMPL_cts_path_max_buffers=2
export IMPL_grtUsageTotal_pct=10.5
export IMPL_io_buffers=14
export IMPL_area_leaders="dfrtp_1 47%, xnor2_1 8.0%, xor2_1 4.5%"
export IMPL_min_period_over_period_pct=32.5
export IMPL_slew_viol_final=0
export IMPL_grt_pass1_vias=1721
export IMPL_ys_ff=54
export IMPL_die_w_um=97.4
export IMPL_crit_path_max_fanout=6
export IMPL_yosysWarningCount=5
export IMPL_logic_family="simple AND/OR/NAND/NOR gates"
export IMPL_synth_top_area_share_pct=46.8
export IMPL_die_area_um2=9480
export IMPL_cts_tree="done"
export IMPL_xor_area_share_pct=12.5
export IMPL_drive_gt1_share_pct=6.29
export IMPL_routedWlPerCell_um=11.9
export IMPL_num_rows=34
export IMPL_initial_utilization_pct=31.1
export IMPL_synthFlopType="dfrtp_1"
export IMPL_unclocked_regs=18
export IMPL_tns_ns=0
export IMPL_fa_ha_area_share_pct=4.13
export IMPL_aoi_share_pct=7.06
export IMPL_boundaryPins=15
export IMPL_drc=0
export IMPL_via_per_inst=4.74
export IMPL_cap_violations=0
export IMPL_dr_pass1_iters=6
export IMPL_untimed_endpoints=29
export IMPL_fill_cells=858
export IMPL_wirelength_um=4710
export IMPL_power_per_cell_area_nw_per_um2=162
export IMPL_die_y_um=97.4
export IMPL_area_growth_pct=14.1
export IMPL_period_needed_ns=1.85
export IMPL_synthesis_area_um2=2730
export IMPL_critPathLaunchType="flop"
export IMPL_antenna_found_initial=0
export IMPL_worst_pin_slew_ns=0.594
export IMPL_largest_area_cell="dfrtp_1"
export IMPL_tool_warnings=31
export IMPL_cp_arrival_ns=2.07
export IMPL_cts_setup_buffers=0
export IMPL_place_congestion=0.777
export IMPL_synthCells=266
export IMPL_grt_pass1_wl_um=8120
export IMPL_cts_root_buf="clkbuf_8"
export IMPL_max_stage_delay_ns=0.43
export IMPL_postSynth_asyncResetShare_pct=96.3
export IMPL_relSlewSlack_pct=59.3
export IMPL_fmax_mhz=540
export IMPL_common_cells="51 x dfrtp_1, 25 x xnor2_1, 21 x nand2_1"
export IMPL_avgSynthCellArea_um2=10.3
export IMPL_ys_sh_simple_pct=21.7
export IMPL_slowest_stage="dfrtp_1"
export IMPL_whs_ns=0.481
export IMPL_synth_seq_share_pct=49.2
export IMPL_hp_class="reg2reg"
export IMPL_drt_iter0_drc=90
export IMPL_postCtsHoldBufs=0
export IMPL_drtAntennaViolNets=0
export IMPL_fin_util_pct=35.5
export IMPL_rsz0062_at_grt="no"
export IMPL_yosysCellCount=266
export IMPL_ys_types=40
export IMPL_outcome="finished, final reports clean"
export IMPL_crit_path_cell_trace="and4_1 -> and3_1 -> nand4_1 -> nor3_1 -> xor2_1"
export IMPL_most_common_cell="dfrtp_1"
export IMPL_hpwl_um=3330
export IMPL_rr_worst_depth=5
export IMPL_whs_path_depth=1
export IMPL_grt_max_degree=37
export IMPL_cts_buffers_inserted=5
export IMPL_yosys_stat_area_um2=2730
export IMPL_htreeDepth=2
export IMPL_insertion_delay_ns=0.29
export IMPL_critical_path_required_ns=5.91
export IMPL_grt_ovfl_total=0
export IMPL_antenna_diode_count=0
stage by stage:
stage / instance area (um2) / worst slack [ns] / power [W] / instances
after CTS: 3110 / 3.82 / 0.000513 / 394
after global routing: 3110 / 3.70 / 0.000529 / 394
after global placement: 3000 / 3.57 / 0.000289 / 386
after floorplan: 2730 / 3.76 / 0.000282 / 266
after detailed placement: 3000 / 3.56 / 0.000290 / 386
final: 3110 / 3.85 / 0.000505 / 394
layout by cell type, fill, tap and decap left out, drive strengths merged, types with 2 or more instances in the layout:
cell	instances
dfrtp	51
xnor2	25
nand2	21
nor2	19
inv	17
nand3	16
xor2	14
clkdlybuf4s50	14
and3	10
a21oi	9
ha	9
o21ai	8
nand4	7
nor4	7
nor2b	6
nor3	6
and4	6
mux2i	5
clkbuf	5
nand2b	4
a21o	4
a222oi	4
dfxtp	2
buf	2
clkinv	2
sequential cells by signal, indices dropped and copies added (netlist names), named ones only:
name	cells
bcd.sec_tens	4
clkdiv.clk_out	1
bcd.min_tens	4
bcd.min_ones	4
bcd.sec_ones	4
mux.sel	2
clkdiv.count	32
ctrl.state	1
power breakdown:
group	switching, W	total, W	internal [W]
Combinational	0.0000112	0.0000190	0.00000781
Clock	0.0000912	0.000221	0.000129
Sequential	0.00000531	0.000265	0.000260
Total	0.000108	0.000505	0.000397
logic make-up (layout without fill, tap and decap cells):
kind of cell | Yosys count | in the layout
flops | 54 | 54
simple gates | 106 | 106
compound gates | 30 | 30
xor+xnor | 39 | 39
buf+inv | 22 | 42
fa+ha+maj | 9 | 9
mux | 6 | 6
critical path: cells and delay by family (launching register included):
kind	cells	cell delay [ns]
flip-flops	1	0.43
AND/OR/NAND/NOR	4	1.17
XOR/XNOR	1	0.17
per-layer routing:
metal / wire, um / part of all wire (%) / GRT usage (%) / up-vias
li1: - / - / - / 961
met1: 2600 / 55 / 18.4 / 871
met2: 1870 / 40 / 14.1 / 32
met3: 197 / 4.2 / 2.20 / 5
met4: 46 / 0.98 / 1.13 / 0
met5: 0 / 0 / 0 / -
worst paths after layout:
check,to,slack (ns),startpoint
hold reg to reg,clkdiv.count[31],0.48,clkdiv.count[31]
hold / removal,clkdiv.count[31],0.48,clkdiv.count[31]
setup / recovery,clkdiv.count[31],3.85,clkdiv.count[2]
setup reg to reg,clkdiv.count[31],3.85,clkdiv.count[2]
max in group asynchronous,ctrl.state[0],4.10,reset
min in group asynchronous,clkdiv.count[3],1.25,reset
cell type report:
cell class / instances / area (um2) / share of cell area, %
Timing Repair Buffer: 16 / 155 / 4.98
Clock inverter: 3 / 42.5 / 1.37
Tap cell: 108 / 135 / 4.34
Multi-Input combinational cell: 190 / 1300 / 41.8
Inverter: 18 / 67.6 / 2.17
Sequential cell: 54 / 1340 / 43.1
Clock buffer: 5 / 68.8 / 2.21
No activity file was given, so power comes from the tool's default toggle rates.
